<file path="./run.sh">
#!/bin/bash
# OpenROAD 26Q1-2900-gdf79404cd8, Yosys 0.63+post, stock flow scripts
make -C /OpenROAD-flow-scripts/flow DESIGN_CONFIG=/design/flow/config.mk WORK_HOME=/design/flow/orfs finish
</file>
<file path="./config.mk">
export PLATFORM = sky130hd
export DESIGN_NAME = cacheL1
export DESIGN_NICKNAME = cacheL1
export VERILOG_FILES = /design/flow/design.v
export SDC_FILE = /design/flow/constraint.sdc
export NUM_CORES = 4
export LEC_CHECK = 1
export CORE_UTILIZATION = 30
</file>
<file path="./constraint.sdc">
current_design cacheL1

set clk_period 102.0
set clk_io_pct 0.2

create_clock -name clk0 -period $clk_period [get_ports {clk}]

set non_clock_inputs [all_inputs -no_clocks]
set_input_delay [expr $clk_period * $clk_io_pct] -clock clk0 $non_clock_inputs
set_output_delay [expr $clk_period * $clk_io_pct] -clock clk0 [all_outputs]
</file>
<file path="./design.v">
module cacheL1(
    clk,
    proc_reset,
    proc_read,
    proc_write,
    proc_addr,
    proc_wdata,
    proc_stall,
    proc_rdata,
    mem_read,
    mem_write,
    mem_addr,
    mem_rdata,
    mem_wdata,
    mem_ready
);
    input          clk;
    input          proc_reset;
    input          proc_read, proc_write;
    input   [29:0] proc_addr;
    input   [31:0] proc_wdata;
    output         proc_stall;
    output  [31:0] proc_rdata;
    input  [127:0] mem_rdata;
    input          mem_ready;
    output         mem_read, mem_write;
    output  [27:0] mem_addr;
    output [127:0] mem_wdata;
    parameter WAY_NUM = 3;  
    parameter SET_NUM = 8 >> WAY_NUM;
    reg  [127:0] block[7:0];
    reg  [127:0] block_next;
    reg          blockvalid[7:0];
    reg          blockvalid_next;
    reg          blockdirty[7:0];
    reg          blockdirty_next;
    reg  [27:0]  blocktag[7:0];
    reg  [27:0]  blocktag_next;
    reg   [2:0]  blockrelease[7:0];
    reg   [2:0]  blockrelease_next[7:0];
    reg		[31:0] proc_rdata;
    reg	        proc_stall;
    reg            mem_read,mem_write;
    reg	    [27:0] mem_addr;
    reg	   [127:0] mem_wdata;
    reg   [27:0] tag;
    reg          valid;
    reg          dirty;
    reg  [127:0] blockdata;
    reg    [2:0] releaseb;
    wire  [1:0] wordIndex;
    wire  [2:0] setIndex;
    wire [27:0] dataTag;
    reg  [2:0] blockIndex;
    reg  [2:0] blockIndex_prev;
    reg        hit;
    integer i;
    assign wordIndex  = proc_addr[1:0];
    assign setIndex   = (WAY_NUM == 3)? 0:(WAY_NUM == 2)? {{2{1'b0}},proc_addr[2]}:{1'b0, proc_addr[3:2]};
    assign dataTag    = (WAY_NUM == 3)? proc_addr[29:2]:(WAY_NUM == 2)? {{1{1'b0}},proc_addr[29:3]}:{{2{1'b0}},proc_addr[29:4]};
	always@(*) begin
		mem_read   = 0;
		mem_write  = 0;
		mem_addr   = 0;
		mem_wdata  = 0;
		proc_stall = 0;
		proc_rdata = 0;
    		blockIndex = setIndex << WAY_NUM;
		hit = 0;
		valid = 1;
		for (i=0;i<(1<<WAY_NUM);i=i+1) begin
			if (~hit) begin
				if (valid) begin
					if (blockrelease[blockIndex] > blockrelease[(setIndex << WAY_NUM)+i]) begin
						blockIndex = (setIndex << WAY_NUM)+i;
					end
					if (blockvalid[(setIndex << WAY_NUM)+i] == 0) begin
						valid = 0;
						blockIndex = (setIndex << WAY_NUM)+i;
					end
				end
				if (blocktag[(setIndex << WAY_NUM)+i] == dataTag) begin
					hit = 1;
					blockIndex = (setIndex << WAY_NUM)+i;
				end 
			end 
		end
		tag   = blocktag[blockIndex];
		valid = blockvalid[blockIndex];
		dirty = blockdirty[blockIndex];
		releaseb  = blockrelease[blockIndex];
		hit = (tag == dataTag) ? 1: 0;
		blockdata = block[blockIndex];
		block_next = block[blockIndex];
        	blockvalid_next = blockvalid[blockIndex];
        	blockdirty_next = blockdirty[blockIndex];
        	blocktag_next = blocktag[blockIndex];
		for (i=0;i<=7;i=i+1) begin
       			blockrelease_next[i] = blockrelease[i];
		end
		if (proc_read || proc_write)begin
			if (valid == 1) begin
				if(hit)begin
					if(proc_read && ~proc_write) begin
						case(wordIndex)
							2'd0: proc_rdata = blockdata[31:0];
							2'd1: proc_rdata = blockdata[63:32];
							2'd2: proc_rdata = blockdata[95:64];
							2'd3: proc_rdata = blockdata[127:96];
						endcase
						if (blockIndex != blockIndex_prev) begin
							for (i=0;i<(1<<WAY_NUM);i=i+1) begin
								if(blockrelease[(setIndex << WAY_NUM)+i]> 0)begin
									blockrelease_next[(setIndex << WAY_NUM)+i] = blockrelease[(setIndex << WAY_NUM)+i]-1;
								end else begin
									blockrelease_next[(setIndex << WAY_NUM)+i] = blockrelease[(setIndex << WAY_NUM)+i];
								end
							end
						end
						blockrelease_next[blockIndex] = (1<<WAY_NUM)-1;
						proc_stall = 0;
					end
					else if(~proc_read && proc_write)begin
						case(wordIndex)
							2'd0: block_next[31:0]   = proc_wdata;
							2'd1: block_next[63:32]  = proc_wdata;
							2'd2: block_next[95:64]  = proc_wdata;
							2'd3: block_next[127:96] = proc_wdata;
						endcase
						if (blockIndex != blockIndex_prev) begin
							for (i=0;i<(1<<WAY_NUM);i=i+1) begin
								if(blockrelease[(setIndex << WAY_NUM)+i]> 0)begin
									blockrelease_next[(setIndex << WAY_NUM)+i] = blockrelease[(setIndex << WAY_NUM)+i]-1;
								end else begin
									blockrelease_next[(setIndex << WAY_NUM)+i] = blockrelease[(setIndex << WAY_NUM)+i];
								end
							end
						end
						blockrelease_next[blockIndex] = (1<<WAY_NUM)-1;
						blockdirty_next = 1;
						proc_stall = 0;
					end
				end
				else begin
					proc_stall = 1;
					if(dirty == 0) begin
						if(mem_ready == 0) begin
							mem_read = 1;
							mem_write = 0;
							mem_addr = proc_addr[29:2];
						end
						else begin
							mem_read  = 0;
							mem_write = 0;
							block_next = mem_rdata;
							blocktag_next = dataTag;
						end
					end
					else begin
						if(mem_ready == 0 ) begin
							mem_read  = 0;
							mem_write = 1;	
							mem_addr =(WAY_NUM == 3)? tag:(WAY_NUM ==2)?{tag[26:0],setIndex[0]} :{tag[25:0],setIndex[1:0]};
                            				mem_wdata  = blockdata;
						end
						else begin
                            				mem_read   = 1'b0;
                            				mem_write  = 1'b0;
                            				blockdirty_next = 1'b0;
						end
					end
				end
			end
			else begin
				proc_stall = 1;
				if (mem_ready == 0) begin
					mem_read  = 1;
					mem_write = 0;
					mem_addr  = proc_addr[29:2];
				end
				else begin
					mem_read  = 0;
					mem_write = 0;
					block_next = mem_rdata;
					blocktag_next = dataTag;
					blockvalid_next = 1'b1;
					blockdirty_next = 1'b0;
				end
			end
		end
		else begin
			mem_read   = 0;
			mem_write  = 0;
			mem_addr   = 0;
			mem_wdata  = 0;
			proc_stall = 0;
			proc_rdata = 0;
		end
	end
	always@(posedge clk or posedge proc_reset) begin
		if(proc_reset)begin
			for (i=0;i<=7;i=i+1)begin
				blockdirty[i] <= 1'b0;
                		blockvalid[i] <= 1'b0;
				blockrelease[i] <= 1'b0;
            		end
			blockIndex_prev <=  0;
		end
        else begin
            	block[blockIndex] <= block_next;
            	blocktag[blockIndex] <= blocktag_next;
            	blockvalid[blockIndex] <= blockvalid_next;
        	blockdirty[blockIndex] <= blockdirty_next;
		blockIndex_prev        <=  blockIndex;
		for (i=0;i<8;i=i+1)begin
			blockrelease[i] <= blockrelease_next[i];
		end
	    end
	end
endmodule
module cacheL2(
    clk,
    proc_reset,
    proc_read,
    proc_write,
    proc_addr,
    proc_wdata,
    proc_stall,
    proc_rdata,
    mem_read,
    mem_write,
    mem_addr,
    mem_rdata,
    mem_wdata,
    mem_ready
);
    input          clk;
    input          proc_reset;
    input          proc_read, proc_write;
    input   [29:0] proc_addr;
    input   [31:0] proc_wdata;
    output         proc_stall;
    output  [31:0] proc_rdata;
    input  [127:0] mem_rdata;
    input          mem_ready;
    output         mem_read, mem_write;
    output  [27:0] mem_addr;
    output [127:0] mem_wdata;
    parameter WAY_NUM = 1;  
    parameter SET_NUM = 8 >> WAY_NUM;
    reg  [127:0] block[63:0];
    reg  [127:0] block_next;
    reg          blockvalid[63:0];
    reg          blockvalid_next;
    reg          blockdirty[63:0];
    reg          blockdirty_next;
    reg  [25:0]  blocktag[63:0];
    reg  [2:0]  blocktag_next;
    reg   [2:0]  blockrelease[63:0];
    reg   [2:0]  blockrelease_next[63:0];
    reg		[31:0] proc_rdata;
    reg	        proc_stall;
    reg            mem_read,mem_write;
    reg	    [27:0] mem_addr;
    reg	   [127:0] mem_wdata;
    reg   [27:0] tag;
    reg          valid;
    reg          dirty;
    reg  [127:0] blockdata;
    reg    [2:0] releaseb;
    wire  [1:0] wordIndex;
    wire  [5:0] setIndex;
    wire [27:0] dataTag;
    reg  [5:0] blockIndex;
    reg  [5:0] blockIndex_prev;
    reg        hit;
    integer i;
    assign wordIndex  = proc_addr[1:0];
    assign setIndex   = {{WAY_NUM{1'b0}},proc_addr[7-WAY_NUM:2]};
    assign dataTag    = {{{4-WAY_NUM}{1'b0}},proc_addr[29:(6-WAY_NUM)]};
	always@(*) begin
		mem_read   = 0;
		mem_write  = 0;
		mem_addr   = 0;
		mem_wdata  = 0;
		proc_stall = 0;
		proc_rdata = 0;
    		blockIndex = setIndex << WAY_NUM;
		hit = 0;
		valid = 1;
		for (i=0;i<(1<<WAY_NUM);i=i+1) begin
			if (~hit) begin
				if (valid) begin
					if (blockrelease[blockIndex] > blockrelease[(setIndex << WAY_NUM)+i]) begin
						blockIndex = (setIndex << WAY_NUM)+i;
					end
					if (blockvalid[(setIndex << WAY_NUM)+i] == 0) begin
						valid = 0;
						blockIndex = (setIndex << WAY_NUM)+i;
					end
				end
				if (blocktag[(setIndex << WAY_NUM)+i] == dataTag) begin
					hit = 1;
					blockIndex = (setIndex << WAY_NUM)+i;
				end 
			end 
		end
		tag   = blocktag[blockIndex];
		valid = blockvalid[blockIndex];
		dirty = blockdirty[blockIndex];
		releaseb  = blockrelease[blockIndex];
		hit = (tag == dataTag) ? 1: 0;
		blockdata = block[blockIndex];
		block_next = block[blockIndex];
        	blockvalid_next = blockvalid[blockIndex];
        	blockdirty_next = blockdirty[blockIndex];
        	blocktag_next = blocktag[blockIndex];
		for (i=0;i<64;i=i+1) begin
       			blockrelease_next[i] = blockrelease[i];
		end
		if (proc_read || proc_write)begin
			if (valid == 1) begin
				if(hit)begin
					if(proc_read && ~proc_write) begin
						case(wordIndex)
							2'd0: proc_rdata = blockdata[31:0];
							2'd1: proc_rdata = blockdata[63:32];
							2'd2: proc_rdata = blockdata[95:64];
							2'd3: proc_rdata = blockdata[127:96];
						endcase
						if (blockIndex != blockIndex_prev) begin
							for (i=0;i<(1<<WAY_NUM);i=i+1) begin
								if(blockrelease[(setIndex << WAY_NUM)+i]> 0)begin
									blockrelease_next[(setIndex << WAY_NUM)+i] = blockrelease[(setIndex << WAY_NUM)+i]-1;
								end else begin
									blockrelease_next[(setIndex << WAY_NUM)+i] = blockrelease[(setIndex << WAY_NUM)+i];
								end
							end
						end
						blockrelease_next[blockIndex] = (1<<WAY_NUM)-1;
						proc_stall = 0;
					end
					else if(~proc_read && proc_write)begin
						case(wordIndex)
							2'd0: block_next[31:0]   = proc_wdata;
							2'd1: block_next[63:32]  = proc_wdata;
							2'd2: block_next[95:64]  = proc_wdata;
							2'd3: block_next[127:96] = proc_wdata;
						endcase
						if (blockIndex != blockIndex_prev) begin
							for (i=0;i<(1<<WAY_NUM);i=i+1) begin
								if(blockrelease[(setIndex << WAY_NUM)+i]> 0)begin
									blockrelease_next[(setIndex << WAY_NUM)+i] = blockrelease[(setIndex << WAY_NUM)+i]-1;
								end else begin
									blockrelease_next[(setIndex << WAY_NUM)+i] = blockrelease[(setIndex << WAY_NUM)+i];
								end
							end
						end
						blockrelease_next[blockIndex] = (1<<WAY_NUM)-1;
						blockdirty_next = 1;
						proc_stall = 0;
					end
				end
				else begin
					proc_stall = 1;
					if(dirty == 0) begin
						if(mem_ready == 0) begin
							mem_read = 1;
							mem_write = 0;
							mem_addr = proc_addr[29:2];
						end
						else begin
							mem_read  = 0;
							mem_write = 0;
							block_next = mem_rdata;
							blocktag_next = dataTag;
						end
					end
					else begin
						if(mem_ready == 0 ) begin
							mem_read  = 0;
							mem_write = 1;	
							mem_addr   = {tag[21+WAY_NUM:0], setIndex[5-WAY_NUM:0]}; 
                            				mem_wdata  = blockdata;
						end
						else begin
                            				mem_read   = 1'b0;
                            				mem_write  = 1'b0;
                            				blockdirty_next = 1'b0;
						end
					end
				end
			end
			else begin
				proc_stall = 1;
				if (mem_ready == 0) begin
					mem_read  = 1;
					mem_write = 0;
					mem_addr  = proc_addr[29:2];
				end
				else begin
					mem_read  = 0;
					mem_write = 0;
					block_next = mem_rdata;
					blocktag_next = dataTag;
					blockvalid_next = 1'b1;
					blockdirty_next = 1'b0;
				end
			end
		end
		else begin
			mem_read   = 0;
			mem_write  = 0;
			mem_addr   = 0;
			mem_wdata  = 0;
			proc_stall = 0;
			proc_rdata = 0;
		end
	end
	always@(posedge clk or posedge proc_reset) begin
		if(proc_reset)begin
			for (i=0;i<64;i=i+1)begin
				blockdirty[i] <= 1'b0;
                		blockvalid[i] <= 1'b0;
				blockrelease[i] <= 1'b0;
            		end
			blockIndex_prev <=  0;
		end
        else begin
            	block[blockIndex] <= block_next;
            	blocktag[blockIndex] <= blocktag_next;
            	blockvalid[blockIndex] <= blockvalid_next;
        	blockdirty[blockIndex] <= blockdirty_next;
		blockIndex_prev        <=  blockIndex;
		for (i=0;i<64;i=i+1)begin
			blockrelease[i] <= blockrelease_next[i];
		end
	    end
	end
endmodule
</file>
==> GITHUB_STEP_SUMMARY <==
## PnR job results

| Metric | Value |
|---|---|
| Pre-CTS setup slack | 40,950 ps |
| Sink Count | 1,291 |
| CTS Buffer Depth | 3 |
| RSZ-0062 raised after global routing | false |
| CP Class | in2out |
| Cell area after synthesis | 59,400 µm² |
| Max-slew headroom | about 4.6% |
| Dominant flop cell | edfxtp_1 |
| Crit path max fanout | 90 |
| Synth Warn # | 7 |
| Status | finished clean |
| CTS H-tree depth | 4 |
| Synthesized area per cell | between 10 and 15 µm² |
| Port buffer count | 385 |
| Most common cell on crit path | nor2_1 |
| Final worst-path cycle share | 60.8% |
| Initial antenna violation count | 27 |
| Number of enable flip-flop cells | around 1,200 |
| Clock latency (worst-skew pair) | 820 ps |
| Post-route ant nets | 0 |
| Die ar. | ~200,000 µm² |
| Post-CTS setup buffer count | 0 |
| Cell Type Count | 88 |
| Hold WC Path Type | reg2reg |
| Count of tool warnings | 36 |
| Worst setup path startpoint | proc_addr[16] |
| Vias in the first global route | 45,500 |
| Die Y | 447 µm |
| Clock Skews | 61.0 ps |
| Layout area overhead | 20.8% |
| Vias per cell | between 5 and 6 |
| Total GRT Usage | roughly a quarter |
| Final Hold Fails | 0 |
| Launch point of the worst reg-to-reg path | blocktag[0][19] |
| Ys cells | 4,806 |
| Pin count of the biggest net entering global routing | 91 |
| Power Density | ~42 nW/µm² |
| Total gr overflow | 0 |
| Commonest Layout Cell | edfxtp_1 |
| DRT iter0 DRCs | roughly 4,300 |
| Total Routed Length | 254,000 µm |
| Cell type with the largest total area | edfxtp_1 |
| Most common logic cells in the final layout | 1,248 x edfxtp_1, 520 x nand2_1, 382 x clkdlybuf4s50_1 |
| CTS tree | built |
| CP top delay family | AND-OR/OR-AND gates |
| Setup slack after layout | 40,030 ps |
| Synthesized instance count | 4,806 |
| Post-CTS resize count | 0 |
| Setup_tns | 0 ps |
| Share of layout cells above drive strength 1 | 11.5% |
| Initial DRT Pass Iterations | 6 |
| CP max-delay cell | nor4_1 |
| Maximum clock rate | 0.0161 GHz |
| Vias | ~46,000 |
| RePlAce Congestion | 1.07 |
| Critical Path RT | 81,600 ps |
| Crit. End Element | output pin |
| Final setup viols | 0 |
| Asr flop ratio synth | 3.33% |
| CTS Buf Count | approximately 140 |
| Final Max Tran Viols | 0 |
| Critical path arrival | 41,570 ps |
| Type of origin of the critical path | input pin |
| MaxCap Viol Count | 0 |
| Fp util | between 30% and 40% |
| Worst-margin pin slew | 1420 ps |
| CTS hold repair buffers | 0 |
| # rows | 162 |
| Synth flops | 1,291 |
| Seq share, synth | around two thirds |
| Final min period | 61,970 ps |
| Chip Area, Yosys | about 60,000 µm² |
| DRC | 0 |
| Root Driver | clkbuf_16 |
| Hold Crit Start | blockrelease[6][2] |
| Top cells, area | edfxtp_1 63%, nand2_1 3.3%, a221oi_1 2.5% |
| I/O pin count | 386 |
| Die width | 447 µm |
| Worst Path Buf+Inv | 8 |
| Post-DP HPWL | between 150,000 and 200,000 µm |
| Worst VDD drop | 0.0258 mV |
| First-pass GRT wire length | 350,000 µm |
| Pleak | ~23 nW |
| Yosys top cell area share | 63.1% |
| Max incr delay on CP | 1050 ps |
| Worst-path clk slew | 60 ps |
| Core box area | 196,000 µm² |
| Routed len/inst | ~32 µm |
==> report_power, final <==
group | switching (mW) | total [mW] | internal, mW
combinational | 1.11 | 1.56 | 0.446
sequential | 0.0434 | 0.996 | 0.953
clock | 0.219 | 0.493 | 0.274
==> path summary, 6_finish.rpt <==
path	cells past startpoint	to	slack, ps
max in group asynchronous	4	blockrelease[1][0]	81230
worst min register to register	1	blockrelease[6][2]	510
min in group asynchronous	4	blockrelease[3][1]	20350
worst max register to register	75	block[4][10]	79660
worst min-delay path	1	blockrelease[6][2]	510
worst max-delay path	77	mem_wdata[31]	40030
==> final cells by class <==
type / instances / area, µm²
flip-flops and latches: 1291 / 38600
multi-input cells: 3047 / 19200
clock inverters: 80 / 836
repair buffers: 672 / 6040
well taps: 2624 / 3280
diodes: 11 / 27.5
inverters: 87 / 329
fillers: 18600 / 124000
clock buffers: 167 / 3570
==> state kept, by name (all words and copies together) (netlist names) <==
name             flops
blockrelease        24
block             1024
blockvalid           8
blockIndex_prev      3
blocktag           224
blockdirty           8
==> metrics by stage <==
step | util [%] | total power, mW | std cells | area (µm²) | hold slack, ps
after detailed placement | 34.4 | 2.50 | 7721 | 67400 | 496
after floorplan | - | 1.74 | 4806 | 59400 | 461
after global placement | 34.4 | 2.50 | 7721 | 67400 | 492
final | 36.7 | 3.04 | 7979 | 71800 | 508
after CTS | 36.6 | 3.00 | 7968 | 71800 | 508
after global routing | 36.7 | 3.15 | 7975 | 71800 | 518
==> per-layer routing <==
| metal | vias up | track usage [%] | wire [µm] |
|---|---|---|---|
| li1 | 19500 | - | - |
| met1 | 22100 | 29.7 | 82600 |
| met2 | 3395 | 38.2 | 113000 |
| met3 | 587 | 18.3 | 42100 |
| met4 | 16 | 13.1 | 15400 |
| met5 | - | 0.733 | 243 |
==> worst register-to-register path: cells and delay by family (launching register included) <==
kind	cells	cell delay, ps
fa+ha+maj	6	1550
xor+xnor	1	440
compound gates	34	8880
buf+inv	6	2610
flops	1	420
simple gates	27	7790
mux	1	350
==> cell usage after synthesis, types with 11 or more instances <==
master / count
buf_4: 25
clkbuf_1: 277
ha_1: 40
a41oi_1: 19
mux2i_1: 40
o31ai_1: 27
a211o_1: 11
mux2_2: 27
inv_1: 87
dfrtp_1: 43
nand3_1: 178
a21oi_1: 265
edfxtp_1: 1248
o2bb2ai_1: 14
a221oi_2: 16
nand2_1: 522
nor3_1: 123
and2_1: 27
xnor2_1: 132
o211ai_1: 53
o41ai_1: 26
buf_1: 31
mux4_2: 19
a211oi_1: 27
buf_2: 43
nor2_1: 300
a2bb2oi_1: 16
a221oi_1: 167
nand4_1: 161
a22oi_1: 164
nor4_1: 48
o21ai_0: 274
a31oi_1: 40
and3_1: 47
xor2_1: 107
==> cell families after synthesis <==
logic type,count (synthesis),share of synthesized area (%)
AND/OR/NAND/NOR,1461,11.5
XOR/XNOR,239,3.52
adder cells (fa/ha/maj),40,0.842
flip-flops,1291,64.9
buffers and inverters,468,3.26
AND-OR/OR-AND,1221,14.1
multiplexers,86,1.91
Power is estimated from default activity; no workload was simulated.
