File: flow/config.mk
export PLATFORM = sky130hd
export DESIGN_NAME = ALU
export DESIGN_NICKNAME = ALU
export VERILOG_FILES = /design/flow/design.v
export SDC_FILE = /design/flow/constraint.sdc
export NUM_CORES = 4
export LEC_CHECK = 1
export CORE_UTILIZATION = 50
File: flow/constraint.sdc
current_design ALU

set clk_period 17.5
set clk_io_pct 0.2

create_clock -name clk0 -period $clk_period

set non_clock_inputs [all_inputs -no_clocks]
set_input_delay [expr $clk_period * $clk_io_pct] -clock clk0 $non_clock_inputs
set_output_delay [expr $clk_period * $clk_io_pct] -clock clk0 [all_outputs]
File: flow/design.v
module ALU(
    ALUin1,
    ALUin2,
    ALUctrl,
    ALUresult,
    ALUzero
);
    input    [31:0] ALUin1;
    input    [31:0] ALUin2;
    input    [3:0]  ALUctrl;
    output   [31:0] ALUresult;
    output          ALUzero;
    reg      [31:0] tempResult;
    assign ALUzero   = (ALUresult == 0) ? 1 : 0;
    assign ALUresult = tempResult;
    always@ (*) begin
        case(ALUctrl)
            4'b0000:
                tempResult = ALUin1 & ALUin2;
            4'b0001:
                tempResult = ALUin1 | ALUin2;
            4'b0010:
                tempResult = ALUin1 + ALUin2;
            4'b0110:
                tempResult = ALUin1 - ALUin2;
            4'b0111:
                tempResult = (ALUin1 < ALUin2) ? 1 : 0;
            4'b1100:
                tempResult = ~(ALUin1 | ALUin2);
            default:
                tempResult = ALUin1;
        endcase
    end
endmodule
File: flow/run.sh
#!/bin/bash
# OpenROAD 26Q1-2900-gdf79404cd8, Yosys 0.63+post, stock flow scripts
make -C /OpenROAD-flow-scripts/flow DESIGN_CONFIG=/design/flow/config.mk WORK_HOME=/design/flow/orfs finish
==> flow_summary.rst <==
Synthesis and place-and-route
=============================

.. list-table::
   :header-rows: 1

   * - Metric
     - Value
   * - Mux cell area share after synthesis
     - 0.008462
   * - Die width
     - 112.1 um
   * - Total negative setup slack
     - 0 ns
   * - RSZ-0062 raised after global routing
     - false
   * - Overflow left after global routing
     - 0
   * - Max-cap check violation count
     - 0
   * - Avg Inst Size Synth
     - 6.428 um^2
   * - First-pass GRT wire length
     - 37.32 mm
   * - Remaining routing DRC violations
     - 0
   * - Initial DRT Pass Iterations
     - 24
   * - Initial antenna violation count
     - 1
   * - Count of mapped cells out of synthesis
     - 943
   * - Simple share
     - 0.2431
   * - Adder share
     - 0.2151
   * - GPL Wtd Cong
     - 1.004
   * - Tot GR Track Use
     - 0.3776
   * - Sequential cell area
     - 0 um^2
   * - WHS Path Cells
     - 4
   * - Gate Area
     - 5484 um^2
   * - WL per Instance
     - 20.70 um
   * - Post-Route Utilization
     - 0.6156
   * - Worst supply voltage drop on vdd
     - 0.00001676 V
   * - Tool warning count
     - 102
   * - Clock buffer instance count of the final layout
     - 0
   * - Number of buffers added to fix hold violations after cts
     - 0
   * - Outcome
     - finished clean
   * - Synthesis warning total
     - 1
   * - Chip Footprint
     - 12570 um^2
   * - Count of cells resized by post-cts repair
     - 0
   * - Category of the most critical setup path
     - in2out
   * - Wire length after detailed routing
     - 23.66 mm
   * - CP arrival
     - 8.35 ns
   * - Floorplan core area
     - 11610 um^2
   * - Max frequency
     - 84.38 MHz
   * - Final cycle utilization of the critical path
     - 0.6772
   * - Largest fanout of any net on the critical path
     - 44
   * - Vias post-DR
     - 7612
   * - Leakage power of the design
     - 3.134 nW
   * - Fin worst setup slack
     - 5.648 ns
   * - Summed instance area of the synthesized netlist
     - 6062 um^2
   * - Worst setup SP type
     - input port
   * - DRT iter0 DRCs
     - 892
   * - Chain of cells forming the critical path
     - clkdlybuf4s50_1 > buf_4 > nand4bb_1 > buf_4 > o221a_2 > o32a_1 > inv_1 > o2111ai_1 > nor4_1 > nand4b_1 > nor4_1 > nand4b_1 > nor3_2 > clkdlybuf4s50_1
   * - Boundary Pins
     - 101
   * - Worst Hold Path EP
     - ALUresult[5]
   * - Die span in y
     - 112.1 um
   * - Critical-path top delay cell
     - sky130_fd_sc_hd__nand4bb_1
   * - Registers
     - 0
   * - Worst path max stage delay
     - 0.60 ns
   * - FP Util
     - 0.5220
   * - Number of global-route vias before repair
     - 6962
   * - Critical path data required time
     - 14.00 ns
   * - Placement-stage worst setup slack
     - 5.831 ns
   * - Post-synth cell types
     - 81
   * - Post-route minimum period
     - 11.85 ns
   * - Tightest Pin Transition
     - 0.9574 ns
   * - Via-to-Cell Ratio
     - 6.660
   * - Post-layout power
     - 0.0002309 W
   * - Cell count after placement
     - 1142
   * - Post-route insts no fill
     - 1143
   * - Antenna viol nets, final
     - 0
   * - # Cells Yosys
     - 943
   * - Critical Path Sink Type
     - output port
   * - Yosys-reported design area after synthesis
     - 6062 um^2
   * - Post-synthesis sequential area ratio
     - 0
   * - Post-DP HPWL
     - 18.33 mm
   * - Largest family of logic cells by area
     - AND-OR/OR-AND gates
   * - Area Overhead vs Synth
     - 17.94%
   * - Post-synthesis share of cell area spent on xor and xnor gates
     - 0.01445
   * - Maximum number of pins on one net before global-route repair
     - 45
   * - Number of buffers inserted by port buffering
     - 101
   * - AO/OA Area Share
     - 0.4196
   * - Hold Path Origin
     - ALUin1[5]
   * - FILL cells
     - 1037
   * - Share of final-layout standard cells stronger than drive strength 1
     - 0.04404
   * - Finish-stage setup viols
     - 0
   * - Setup repair bufs after CTS
     - 0
   * - Final hold violation count
     - 0
   * - Final number of max-transition violations
     - 0
   * - Worst relative slew slack
     - 0.3536
   * - Std-Cell Rows
     - 39
   * - Hold WC Path Type
     - in2out
   * - Power density over cell area
     - 32.29 nW/um^2
[through the flow]
step	area [um^2]	hold WS [ns]
after floorplan	6062	7.069
after global placement	7147	8.027
after detailed placement	7147	8.050
after CTS	7147	8.049
after global routing	7149	8.083
final	7149	8.042
[cell type report]
type                            instances  area share
Multi-Input combinational cell        787      0.7671
Inverter                               96     0.05040
Antenna cell                            1   0.0003500
Tap cell                              143     0.02503
Timing Repair Buffer                  116      0.1572
[critical path: cells and delay by family]
family,cells,cell delay (ns)
AOI/OAI and AO/OA,3,0.79
and+or+nand+nor,6,2.15
buffers and inverters,5,1.89
[routing by layer]
metal	wire (um)	track usage
met1	9832	0.5365
met2	9845	0.5586
met3	3182	0.08090
met5	0	0.03529
met4	798	0.1378
[placed cells by master (no fill, tap or decap), types with 10 or more instances in the layout]
cell	count
sky130_fd_sc_hd__clkdlybuf4s50_1	101
sky130_fd_sc_hd__ha_1	101
sky130_fd_sc_hd__a211oi_1	19
sky130_fd_sc_hd__inv_1	94
sky130_fd_sc_hd__nor3_1	23
sky130_fd_sc_hd__nand2b_1	11
sky130_fd_sc_hd__o21ai_0	73
sky130_fd_sc_hd__and2_1	10
sky130_fd_sc_hd__nor2_1	102
sky130_fd_sc_hd__nand3_1	17
sky130_fd_sc_hd__a21o_1	18
sky130_fd_sc_hd__nor4_1	15
sky130_fd_sc_hd__o211ai_1	11
sky130_fd_sc_hd__o21a_1	10
sky130_fd_sc_hd__nor2b_1	14
sky130_fd_sc_hd__nand2_1	59
sky130_fd_sc_hd__buf_4	15
sky130_fd_sc_hd__a21oi_1	99
sky130_fd_sc_hd__a31oi_1	14
[cells by family after synthesis]
family                   Yosys count
multiplexers                       5
AND/OR/NAND/NOR                  298
XOR/XNOR                          10
adder cells (fa/ha/maj)          103
AND-OR/OR-AND                    371
buffers and inverters            156
[cell usage after synthesis, types with 10 or more instances]
| cell | n | area share |
|---|---|---|
| sky130_fd_sc_hd__nor2_1 | 102 | 0.063 |
| sky130_fd_sc_hd__ha_1 | 101 | 0.21 |
| sky130_fd_sc_hd__a21oi_1 | 99 | 0.082 |
| sky130_fd_sc_hd__inv_1 | 94 | 0.058 |
| sky130_fd_sc_hd__o21ai_0 | 73 | 0.060 |
| sky130_fd_sc_hd__nand2_1 | 59 | 0.037 |
| sky130_fd_sc_hd__clkbuf_1 | 47 | 0.029 |
| sky130_fd_sc_hd__nor3_1 | 23 | 0.019 |
| sky130_fd_sc_hd__a211oi_1 | 19 | 0.024 |
| sky130_fd_sc_hd__a21o_1 | 18 | 0.022 |
| sky130_fd_sc_hd__nand3_1 | 17 | 0.014 |
| sky130_fd_sc_hd__nor2b_1 | 15 | 0.015 |
| sky130_fd_sc_hd__nor4_1 | 15 | 0.015 |
| sky130_fd_sc_hd__a31oi_1 | 14 | 0.014 |
| sky130_fd_sc_hd__nand2b_1 | 11 | 0.011 |
| sky130_fd_sc_hd__o211ai_1 | 11 | 0.014 |
| sky130_fd_sc_hd__and2_1 | 10 | 0.010 |
| sky130_fd_sc_hd__o21a_1 | 10 | 0.012 |
[worst max-delay path by stage]
stage	startpoint	endpoint	depth (start not counted)	slack [ns]
6_report	ALUctrl[2]	ALUzero	14	5.65
5_1_grt	ALUctrl[2]	ALUzero	14	5.54
4_1_cts	ALUctrl[2]	ALUzero	14	5.80
[report_power, final]
part / leakage (nW) / internal (W) / switching [W]
Clock: 0.00000642 / 0.0000000000108 / 0
Sequential: 0 / 0 / 0
Combinational: 3.13 / 0.0000970 / 0.000134
Total: 3.13 / 0.0000970 / 0.000134
Power is estimated from default activity; no workload was simulated.
