## flow/design.v

```verilog
module alu(ctrl, x, y, carry, out);
    input  [3:0] ctrl;
    input  [7:0] x;
    input  [7:0] y;
    output       carry;
    output [7:0] out;
    reg  carry;
    reg  [7:0]  out;
    reg  [8:0]  tempX,tempY,temp;
    always @(*)
    begin
        case(ctrl)
            4'b0000:
            begin
                tempX = {x[7],x[7:0]};
                tempY = {y[7],y[7:0]};
                temp = tempX + tempY;
                carry = temp[8];
                out = temp[7:0];
            end
            4'b0001:
            begin
                tempX = {x[7],x[7:0]};
                tempY = {y[7],y[7:0]};
                temp = tempX - tempY;
                carry = temp[8];
                out = temp[7:0];
            end
            4'b0010: out = x & y;
            4'b0011: out = x | y;
            4'b0100: out = ~ x;
            4'b0101: out = x ^ y;
            4'b0110: out = ~(x | y);
            4'b0111: out = y << x[2:0];
            4'b1000: out = y >> x[2:0];
            4'b1001: out = {x[7],x[7:1]};
            4'b1010: out = {x[6:0],x[7]};
            4'b1011: out = {x[0],x[7:1]};
            4'b1100: out = (x == y) ? 1 : 0;
            default:
                begin
                    out   = 0;
                    carry = 0;
                    temp  = 0;
                end
        endcase
    end
endmodule
module register_file(Clk, WEN, RW, busW, RX, RY, busX, busY);
    input        Clk, WEN;
    input  [2:0] RW, RX, RY;
    input  [7:0] busW;
    output [7:0] busX, busY;
    reg  [7:0]  register[7:0];
    wire [7:0]  busX_tmp, busY_tmp;
    assign busX_tmp = (RX == 3'b000) ? register[0] :
                      (RX == 3'b001) ? register[1] :
               (RX == 3'b010) ? register[2] :
               (RX == 3'b011) ? register[3] :
               (RX == 3'b100) ? register[4] :
               (RX == 3'b101) ? register[5] :
               (RX == 3'b110) ? register[6] : register[7];
    assign busY_tmp = (RY == 3'b000) ? register[0] :
               (RY == 3'b001) ? register[1] :
               (RY == 3'b010) ? register[2] :
               (RY == 3'b011) ? register[3] :
               (RY == 3'b100) ? register[4] :
               (RY == 3'b101) ? register[5] :
               (RY == 3'b110) ? register[6] : register[7];
    assign busX = busX_tmp;
    assign busY = busY_tmp;
    always@( posedge Clk ) begin
        register[0] = 8'd0;
        if(WEN)begin
            case(RW)
                3'b001:
                    register[1] <= busW;
                3'b010:
                    register[2] <= busW;
                3'b011:
                    register[3] <= busW;
                3'b100:
                    register[4] <= busW;
                3'b101:
                    register[5] <= busW;
                3'b110:
                    register[6] <= busW;
                3'b111:
                    register[7] <= busW;
            endcase
        end
    end
endmodule
module simple_calculator(Clk, WEN, RW, RX, RY, DataIn, Sel, Ctrl, busY, Carry);
    input        Clk;
    input        WEN;
    input  [2:0] RW, RX, RY;
    input  [7:0] DataIn;
    input        Sel;
    input  [3:0] Ctrl;
    output [7:0] busY;
    output       Carry;
    wire        carry_tmp;
    wire [7:0]  busW_tmp, busX_tmp, busY_tmp, y;
    reg  [7:0]  x;
    register_file rf(Clk, WEN, RW, busW_tmp, RX, RY, busX_tmp, busY_tmp);
    alu alu1(Ctrl, x, y, Carry, busW_tmp);
    always@(Sel,busX_tmp,DataIn) begin
        if (Sel) x = busX_tmp;
        else     x = DataIn;
    end
    assign y    = busY_tmp;
    assign busY = busY_tmp;
endmodule
```

## flow/run.sh

```bash
#!/bin/bash
# OpenROAD 26Q1-2900-gdf79404cd8, Yosys 0.63+post, stock flow scripts
make -C /OpenROAD-flow-scripts/flow DESIGN_CONFIG=/design/flow/config.mk WORK_HOME=/design/flow/orfs finish
```

## flow/config.mk

```make
export PLATFORM = sky130hd
export DESIGN_NAME = simple_calculator
export DESIGN_NICKNAME = simple_calculator
export VERILOG_FILES = /design/flow/design.v
export SDC_FILE = /design/flow/constraint.sdc
export NUM_CORES = 4
export LEC_CHECK = 1
export CORE_UTILIZATION = 40
```

## flow/constraint.sdc

```tcl
current_design simple_calculator

set clk_period 7.9
set clk_io_pct 0.2

create_clock -name clk0 -period $clk_period [get_ports {Clk}]

set non_clock_inputs [all_inputs -no_clocks]
set_input_delay [expr $clk_period * $clk_io_pct] -clock clk0 $non_clock_inputs
set_output_delay [expr $clk_period * $clk_io_pct] -clock clk0 [all_outputs]
```

==> results.yml <==
# flow metrics
placed_design:
  dp_hpwl_um: 11900
  dp.cells: 731
  placed_area_um2: 5680
  gp_congestion: 1.02
  port_buffers: 32
yosys:
  synth_area_um2: 5240
  synth_flops: 57
  edf_count: 56
  yosys_cells: 546
  synth.distinct_cells: 85
  async_flop_share_pct: 0
  top_cell_area_share_pct: 32.1
  yosysWarningCount: 4
  ys.flop_type: "edfxtp_1"
  top_area_cell: "edfxtp_1"
  syn_inst: 546
  top_cells_by_area: "edfxtp_1 32%, ha_1 6.2%, mux2i_1 5.9%"
  yosys_area_um2: 5240
  avgSynthCellArea_um2: 9.60
clock_network:
  cts.path.max_buffers: 2
  postCtsSetupBuffers: 0
  insertion_delay_ns: 0.29
  numCtsBuffers: 5
  cts_tree: "done"
  post_cts_resized: 0
  clk_pin_slew_ns: 0.07
  ctsHoldBuffers: 0
  cts-htree-levels: 2
  cts_root_buf: "clkbuf_16"
drt:
  wl_per_cell_um: 21.2
  num_vias: 4606
  postRouteAntennaNets: 0
  viasPerCell: 6.23
  drtPass1Iterations: 6
  drtIter0Drc: 300
  drcViolationCount: 0
  wirelength_um: 15700
  antenna_cells: 0
final_timing:
  fmax_mhz: 161
  finalClockSkew_ns: 0.00649
  setup_viol: 0
  setup_tns_ns: 0
  unclocked_pins: 1
  fin_crit_sh_pct: 78.7
  finalHoldViolations: 0
  holdWs_ns: 1.33
  slew_viol_final: 0
  slew_headroom_pct: 42.9
  rsz0062_at_grt: "no"
  untimed_endpoints: 2
  tightest_slew_ns: 0.851
  final.min_clock_period_ns: 6.22
critical_path:
  arrival_ns: 6.18
  worst-path-buf-inv: 3
  end_kind: "flop"
  required_ns: 7.86
  critical_path_class: "primary input to flop"
  cp_slowest_stage_delay_ns: 0.87
  worst_path_max_delay_cell: "clkdlybuf4s50_1"
  path_max_fanout: 19
  crit_chain: "clkdlybuf4s50_1 > inv_1 > nor3_1 > o31ai_1 > o21ai_2 > inv_2 > ha_1 > fa_1 > mux2i_1 > xnor2_1 > o22ai_1 > a221o_1 > a2111oi_2 > a32oi_1"
  crit_family: "AND-OR/OR-AND gates"
  cp-start-kind: "primary input"
status:
  outcome: "complete, no violations"
global_route:
  grt_pass1_vias: 4487
  grt_max_degree: 41
  grt_overflow: 0
  antenna_found_initial: 0
  grt_usage_pct: 25.5
  grt_pass1_wl_um: 25000
floorplanning:
  core_um2: 12700
  num_rows: 41
  die_h_um: 116
  io_pins: 33
  die_x_um: 116
  die_area_um2: 13600
  initial_core_util_pct: 41.2
layout:
  drive_gt1_share_pct: 13.8
  final_core_util_pct: 46.0
  final_cells: 739
  fillers: 1242
  syn2layout_area_growth_pct: 11.5
  design_area_um2: 5850
hold_path:
  hold_path_class: "flop to flop"
job:
  warnings: 43
  max_cap_violations: 0
power_and_ir_drop:
  p_leak_nw: 2.16
  ir_drop_mv: 0.121
  p_per_area_nw_per_um2: 157
[cells in the final DEF, fill, tap and decap left out, types with 6 or more instances in the layout]
| cell | n |
|---|---|
| a211o_1 | 6 |
| a21oi_1 | 34 |
| a221oi_1 | 7 |
| a22oi_1 | 8 |
| a31oi_1 | 11 |
| and2_1 | 9 |
| buf_4 | 20 |
| clkdlybuf4s50_1 | 32 |
| edfxtp_1 | 56 |
| ha_1 | 26 |
| inv_1 | 31 |
| mux2_2 | 22 |
| mux2i_1 | 31 |
| mux4_2 | 6 |
| nand2_1 | 33 |
| nand2b_1 | 10 |
| nand3_1 | 18 |
| nor2_1 | 33 |
| nor2b_1 | 11 |
| o211ai_1 | 8 |
| o21ai_0 | 28 |
| o22ai_1 | 13 |
[per-stage QoR]
step	worst slack, ns	total power [mW]
after floorplan	3.12	0.578
after global placement	1.53	0.672
after detailed placement	1.47	0.671
after CTS	1.77	0.917
after global routing	1.43	0.964
final	1.68	0.917
[power by group]
group	leakage, nW	switching, mW	internal, mW
Combinational	1.56	0.191	0.126
Clock	0.0808	0.0976	0.149
Sequential	0.523	0.00481	0.349
Total	2.16	0.294	0.623
[worst reg2reg max path, stage by stage (launching register included)]
cell and delay [ns]:
edfxtp_1 0.40, mux2_2 0.17, a221o_1 0.13, o31ai_1 0.07
o21ai_2 0.60, inv_2 0.34, ha_1 0.33, fa_1 0.43
mux2i_1 0.18, xnor2_1 0.14, o22ai_1 0.12, a221o_1 0.33
a2111oi_2 0.33, a32oi_1 0.29
[Yosys cell counts (6+ instances only)]
library cell	instances
nand3_1	18
buf_4	8
mux2_2	22
mux2i_1	31
nand2b_1	10
nor2b_1	11
inv_1	31
a22oi_1	8
a21oi_1	34
edfxtp_1	56
clkbuf_1	13
a221oi_1	7
nand2_1	33
o211ai_1	8
a211o_1	6
a31oi_1	11
buf_2	7
ha_1	26
and2_1	9
o21ai_0	28
o22ai_1	13
mux4_2	6
nor2_1	33
buf_6	8
[registers in the layout, summed over array words and instances (netlist names)]
| signal | count |
|---|---|
| rf.register | 56 |
| alu1.carry | 1 |
[layout make-up]
| cell class | count | area, um^2 | share of cell area, % |
|---|---|---|---|
| well taps | 172 | 215 | 3.68 |
| repair buffers | 52 | 470 | 8.05 |
| flip-flops and latches | 57 | 1700 | 29.0 |
| clock inverters | 2 | 35.0 | 0.599 |
| inverters | 36 | 135 | 2.31 |
| clock buffers | 6 | 129 | 2.20 |
| multi-input cells | 414 | 3170 | 54.1 |
[worst paths after layout]
| check | to | startpoint | slack [ns] | cells after the start |
|---|---|---|---|---|
| setup / recovery | rf.register[3][2]$_DFFE_PP_ | RX[2] | 1.68 | 14 |
| hold / removal | rf.register[2][3]$_DFFE_PP_ | rf.register[1][2]$_DFFE_PP_ | 1.33 | 5 |
| setup reg to reg | rf.register[3][2]$_DFFE_PP_ | rf.register[2][0]$_DFFE_PP_ | 3.72 | 13 |
| hold reg to reg | rf.register[2][3]$_DFFE_PP_ | rf.register[1][2]$_DFFE_PP_ | 1.33 | 5 |
[metal layers]
metal,vias up,share of wire (%),track usage [%]
met4,0,4.0,8.89
met1,2216,43,36.3
met2,216,46,39.8
li1,2127,-,-
met3,47,7.1,5.50
met5,-,0,0
[cells by family (layout without fill, tap and decap cells)]
kind of cell	count (synthesis)	count (layout)	share of synthesized area [%]
AOI/OAI and AO/OA	176	176	24.5
buffers and inverters	75	96	7.28
muxes	63	63	14.1
DFF	56	56	32.1
latches	1	1	0.286
xor gates and xnor gates	4	4	0.668
adders and majority gates	28	28	6.97
and+or+nand+nor	143	143	14.1
Power is estimated from default activity; no workload was simulated.
