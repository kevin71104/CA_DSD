## ./design.v

```verilog
module cache(
    clk,
    proc_reset,
    proc_read,
    proc_write,
    proc_addr,
    proc_wdata,
    proc_stall,
    proc_rdata,
    mem_read,
    mem_write,
    mem_addr,
    mem_rdata,
    mem_wdata,
    mem_ready
);
    input          clk;
    input          proc_reset;
    input          proc_read, proc_write;
    input   [29:0] proc_addr;  
    input   [31:0] proc_wdata;
    output         proc_stall;
    output  [31:0] proc_rdata;
    input  [127:0] mem_rdata;
    input          mem_ready;
    output         mem_read, mem_write;
    output  [27:0] mem_addr;
    output [127:0] mem_wdata;
    integer    i;
    parameter  JUDGE   = 3'd0;
    parameter  WB      = 3'd1;
    parameter  MISS    = 3'd2;
    parameter  HIT     = 3'd3;
    parameter  STALL   = 3'd4;
    parameter  BEGIN   = 3'd5;
    reg  [127:0] block[7:0];
    reg  [127:0] block_next;
    reg          blockvalid[7:0];
    reg          blockvalid_next;
    reg          blockdirty[7:0];
    reg          blockdirty_next;
    reg  [24:0]  blocktag[7:0];
    reg  [24:0]  blocktag_next;
    reg   [2:0]  state, state_next;
    reg         proc_read_r, proc_write_r, mem_ready_r;
    reg [127:0] mem_rdata_r;
    reg  [29:0] proc_addr_r;  
    reg  [31:0] proc_wdata_r;
    reg         mem_read, mem_read_next;
    reg         mem_write, mem_write_next;
    reg         proc_stall, proc_stall_next;
    reg  [27:0] mem_addr, mem_addr_next;
    reg [127:0] mem_wdata, mem_wdata_next;
    reg  [31:0] proc_rdata, proc_rdata_next;
    wire  [24:0]  tag;
    wire          valid;
    wire          dirty;
    wire  [127:0] blockdata;
    wire  [1:0] wordIndex;
    wire  [2:0] blockIndex;
    wire [24:0] dataTag;
    wire        hit;
    assign wordIndex  = proc_addr_r[1:0];
    assign blockIndex = proc_addr_r[4:2];
    assign dataTag    = proc_addr_r[29:5];
    assign hit = valid ? (tag == dataTag) : 0;
    always@(*)begin
        state_next = JUDGE;
        proc_stall_next = 1'b1;
        mem_read_next   = 1'b0;
        mem_write_next  = 1'b0;
        proc_rdata_next = proc_rdata;
        mem_addr_next   = mem_addr;
        mem_wdata_next  = mem_wdata;
        case(state)
            BEGIN:
                begin
                    if(proc_read_r | proc_write_r)begin
                        state_next = JUDGE;
                        proc_stall_next = 1'b1;
                        mem_read_next   = 1'b0;
                        mem_write_next  = 1'b0;
                    end
                    else begin
                        state_next = BEGIN;
                        proc_stall_next = 1'b1;
                        mem_read_next   = 1'b0;
                        mem_write_next  = 1'b0;
                    end
                end
            JUDGE:
                begin
                    if(proc_read_r | proc_write_r)begin
                        if(hit)begin
                            state_next = HIT;
                            proc_stall_next = 1'b0;
                            mem_read_next   = 1'b0;
                            mem_write_next  = 1'b0;
                            if(proc_read_r && ~proc_write_r)begin
                                case(wordIndex)
                                    2'd0:
                                        proc_rdata_next = blockdata[31:0];
                                    2'd1:
                                        proc_rdata_next = blockdata[63:32];
                                    2'd2:
                                        proc_rdata_next = blockdata[95:64];
                                    2'd3:
                                        proc_rdata_next = blockdata[127:96];
                                endcase
                            end
                        end
                        else if(dirty && ~hit)begin
                            state_next = WB;
                            proc_stall_next = 1'b1;
                            mem_read_next   = 1'b0;
                            mem_write_next  = 1'b1;
                            mem_addr_next = {tag[24:0],blockIndex[2:0]};  
                            mem_wdata_next = blockdata;
                        end
                        else if(~dirty && ~hit)begin
                            state_next = MISS;
                            proc_stall_next = 1'b1;
                            mem_read_next   = 1'b1;
                            mem_write_next  = 1'b0;
                            mem_addr_next = {proc_addr_r[29:2]};  
                        end
                    end
                    else begin
                        state_next = JUDGE;
                        proc_stall_next = 1'b0;
                        mem_read_next   = 1'b0;
                        mem_write_next  = 1'b0;
                    end
                end
            WB:
                begin
                    if(mem_ready_r)begin
                        state_next = MISS;
                        proc_stall_next = 1'b1;
                        mem_read_next   = 1'b1;
                        mem_write_next  = 1'b0;
                        mem_addr_next = {proc_addr_r[29:2]};  
                    end
                    else if((~mem_ready_r))begin
                        state_next = WB;
                        proc_stall_next = 1'b1;
                        mem_read_next   = 1'b0;
                        mem_write_next  = 1'b1;
                        mem_addr_next = {tag[24:0],blockIndex[2:0]};  
                    end
                end
            MISS:
                begin
                    if(mem_ready_r)begin
                        state_next = HIT;
                        proc_stall_next = 1'b0;
                        mem_read_next   = 1'b0;
                        mem_write_next  = 1'b0;
                        case(wordIndex)
                                2'd0:
                                    proc_rdata_next = mem_rdata_r[31:0];
                                2'd1:
                                    proc_rdata_next = mem_rdata_r[63:32];
                                2'd2:
                                    proc_rdata_next = mem_rdata_r[95:64];
                                2'd3:
                                    proc_rdata_next = mem_rdata_r[127:96];
                        endcase
                    end
                    else begin
                        state_next = MISS;
                        proc_stall_next = 1'b1;
                        mem_read_next   = 1'b1;
                        mem_write_next  = 1'b0;
                        mem_addr_next = {proc_addr_r[29:2]};  
                    end
                end
            HIT:
                begin
                    state_next = STALL;
                    proc_stall_next = 1'b1;
                    mem_read_next   = 1'b0;
                    mem_write_next  = 1'b0;
                end
            STALL:
                begin
                    state_next = JUDGE;
                    proc_stall_next = 1'b1;
                    mem_read_next   = 1'b0;
                    mem_write_next  = 1'b0;
                end
        endcase
    end
    assign tag = blocktag[blockIndex];
    assign valid = blockvalid[blockIndex];
    assign dirty = blockdirty[blockIndex];
    assign blockdata = block[blockIndex];
    always@(*)begin
        block_next = blockdata;
        blockvalid_next = valid;
        blockdirty_next = dirty;
        blocktag_next = tag;
        if(state == MISS)begin
            if(mem_ready_r)begin
                block_next = mem_rdata_r;  
                blocktag_next = dataTag;   
                blockdirty_next = 1'b0;    
                blockvalid_next = 1'b1;    
            end
        end
        if(state == HIT)begin
            if(~proc_read_r && proc_write_r)begin
                case(wordIndex)
                    2'd0: block_next[31:0]   = proc_wdata_r;
                    2'd1: block_next[63:32]  = proc_wdata_r;
                    2'd2: block_next[95:64]  = proc_wdata_r;
                    2'd3: block_next[127:96] = proc_wdata_r;
                endcase
                blockdirty_next = 1'b1;
            end
        end
    end
    always@( posedge clk or posedge proc_reset) begin
        if(proc_reset)begin
            state <= BEGIN;
            for(i=0;i<=7;i=i+1)begin
                blockvalid[i] <= 1'b0;
                blockdirty[i] <= 1'b0;
            end
		end
        else begin
            state <= state_next;
            block[blockIndex] <= block_next;
            blocktag[blockIndex] <= blocktag_next;
            blockvalid[blockIndex] <= blockvalid_next;
            blockdirty[blockIndex] <= blockdirty_next;
        end
    end
    always@( posedge clk)begin
        proc_read_r  <= proc_read;
        proc_write_r <= proc_write;
        proc_addr_r  <= proc_addr;
        proc_wdata_r <= proc_wdata;
        mem_ready_r  <= mem_ready;
        mem_rdata_r  <= mem_rdata;
        mem_read  <= mem_read_next;
        mem_write <= mem_write_next;
        mem_addr  <= mem_addr_next;
        mem_wdata <= mem_wdata_next;
        proc_stall <= proc_stall_next;
        proc_rdata <= proc_rdata_next;
    end
endmodule
```

## ./run.sh

```bash
#!/bin/bash
# OpenROAD 26Q1-2900-gdf79404cd8, Yosys 0.63+post, stock flow scripts
make -C /OpenROAD-flow-scripts/flow DESIGN_CONFIG=/design/flow/config.mk WORK_HOME=/design/flow/orfs finish
```

## ./config.mk

```make
export PLATFORM = sky130hd
export DESIGN_NAME = cache
export DESIGN_NICKNAME = cache
export VERILOG_FILES = /design/flow/design.v
export SDC_FILE = /design/flow/constraint.sdc
export NUM_CORES = 4
export LEC_CHECK = 1
export CORE_UTILIZATION = 30
```

## ./constraint.sdc

```tcl
current_design cache

set clk_period 43.5
set clk_io_pct 0.2

create_clock -name clk0 -period $clk_period [get_ports {clk}]

set non_clock_inputs [all_inputs -no_clocks]
set_input_delay [expr $clk_period * $clk_io_pct] -clock clk0 $non_clock_inputs
set_output_delay [expr $clk_period * $clk_io_pct] -clock clk0 [all_outputs]
```

==> ci_impl_report.md <==
## PnR job results

| Metric | Value |
|---|---|
| Outcome | `finished, final reports clean` |
| EDFF count, synth | `between 1000 and 1500` |
| Crit path DAT | `between 10 and 15 ns` |
| Reg-to-reg critical path startpoint | `proc_addr_r[2]$_DFF_P_` |
| Cts hold-fix bufs | `0` |
| Final-report setup violation count | `0` |
| GRT Util Overall | `19.6%` |
| Setup TNS | `0 ns` |
| Yosys warns | `5` |
| Stage-log warning count | `29` |
| Cell Type Count | `between 80 and 90` |
| FP Rows | `167` |
| Vias in the first global route | `roughly 38000` |
| Drt pass-1 iters | `6` |
| Reg area | `~47000 um2` |
| Gate Area | `approximately 14000 um2` |
| Residual antenna-violating net count after detailed routing | `0` |
| Layout filler cell count | `roughly 19000` |
| Max Clock Freq | `a little under 90 MHz` |
| Layout overhead on the synthesized area | `21.6%` |
| CP Class | `in -> reg` |
| Syn Inst Count | `between 4000 and 5000` |
| Per-cell routed wire length | `26.2 um` |
| CTS resizes | `0` |
| Adder share | `0%` |
| Fin crit period | `around 12 ns` |
| Power per Cell Area | `~46 nW/um2` |
| Final Hold Vio Count | `0` |
| DRC | `0` |
| Clock Sinks | `~1600` |
| Final Skew | `~0.066 ns` |
| Die area | `210000 um2` |
| Synth Cell Area | `approximately 63000 um2` |
| Crit-path max FO | `39` |
| Fin area | `76100 um2` |
| Routed vias | `around 37000` |
| Flops after synth | `1630` |
| Crit start category | `primary input` |
| Top logic family | `AND-OR/OR-AND gates` |
| Die width | `459 um` |
| DP Area | `between 70000 and 80000 um2` |
| Measured slew at the worst slew-check pin | `about 1.0 ns` |
| Buffers on Ports | `a little under 400` |
| Worst setup EP type | `flop` |
| Initial DRC count | `~2700` |
| Crit path required time | `around 44 ns` |
| Met1 usage in global routing | `between 20% and 30%` |
| Post-synthesis sequential area ratio | `74.9%` |
| Min-Delay Path Class | `reg -> reg` |
| Xor+xnor area frac | `0.126%` |
| Commonest Layout Cell | `edfxtp_1` |
| # Post-CTS Setup Buffers | `0` |
| Clock root cell | `clkbuf_16` |
| Initial antenna violation count | `18` |
| Grt ovf | `0` |
| Worst IR drop on VDD | `between 0.04 and 0.05 mV` |
| Worst slew margin | `between 20 and 30%` |
| Met3 Usage GRT | `a little under an eighth` |
| Simple share | `slightly below 5%` |
| Critical path launch point | `proc_reset` |
| Longest Clk Path Bufs | `3` |
| Largest net degree at the start of global routing | `108` |
| Max-slew violations | `0` |
| Total core area | `207000 um2` |
| WL final | `195000 um` |
| Via density | `approximately 5` |
| DIE HEIGHT | `459 um` |
| Top-Level Pins | `slightly below 400` |
| Post-route setup slack | `about 32 ns` |
| Hold_ws | `0.375 ns` |
| CTS tree | `done` |
| Tcrit/Tclk final | `between 20% and 30%` |
| Maxcap violations | `0` |
| Top_reg_cell synth | `edfxtp_1` |
| HP Start | `state[5]$_DFF_PP0_` |
| Most numerous logic cells after layout | `edfxtp_1, clkdlybuf4s50_1, nand2_1, nor2_1, o21ai_0` |
| RSZ-0062 raised after global routing | `no` |
| H-Tree Depth | `4` |
| HPWL after DPL | `between 100000 and 150000 um` |
| Yosys aoi share | `a little over a tenth` |
| GR peak layer | `met2` |
| Insertion Delay late pin | `0.84 ns` |
| First-pass GRT wire length | `~280000 um` |
| Share of cells above drive strength 1 | `14.1%` |
| GPL Wtd Cong | `~0.9` |
| FP Util | `30.2%` |
| Worst-path clk slew | `about 0.06 ns` |
| Yosys cell count | `4034` |
| Mux share of post-synthesis cell area | `slightly below 7%` |
| Leak | `0.0256 uW` |
| GR Util met2 | `29.3%` |
| Async SR Flop Fraction | `roughly 1.3%` |
| CTS Buf Count | `169` |
| Dpl ws | `31.24 ns` |
| Avg Inst Size Synth | `15.5 um2` |
| Synthesis area per yosys | `62600 um2` |
-- cell type report --
class / count / share of cell area, %
repair buffers: 586 / 7.12
flip-flops and latches: 1630 / 61.7
clock inverters: 95 / 1.52
diodes: 6 / 0.0197
clock buffers: 217 / 5.85
inverters: 96 / 0.484
well taps: 2788 / 4.59
multi-input cells: 2048 / 18.8
-- flip-flops by register name (all words and copies together) (netlist names) --
name	flops
state	6
blocktag	200
mem_rdata_r	128
proc_write_r	1
mem_write	1
proc_read_r	1
proc_addr_r	30
proc_rdata	32
mem_addr	28
blockdirty	8
mem_wdata	128
blockvalid	8
proc_stall	1
mem_read	1
mem_ready_r	1
proc_wdata_r	32
block	1024
-- worst max-delay path: stages --
cell,delay (ns)
clkdlybuf4s50_1,0.91
nor2_4,0.92
buf_4,0.70
buf_4,0.63
-- report_power, final --
part	total (uW)	internal [uW]	switching (uW)
logic	277	92.7	185
clock network	1460	838	619
registers	1780	1760	20.9
-- metal layers --
layer  vias up  routed length (um)
met2      2043               90500
met3       328               27100
met5         -                 143
met1     18400               70200
li1      16600                   -
met4        16                7490
-- path summary, 6_finish.rpt --
| path | end | depth (start not counted) | slack, ns |
|---|---|---|---|
| min in group asynchronous | state[1]$_DFF_PP0_ | 2 | 8.97 |
| setup / recovery | block[4][38]$_DFFE_PP_ | 4 | 31.98 |
| hold reg to reg | state[2]$_DFF_PP0_ | 0 | 0.38 |
| max in group asynchronous | blockvalid[0]$_DFFE_PP0N_ | 3 | 33.92 |
| setup reg to reg | mem_wdata[2]$_DFFE_PP_ | 15 | 37.11 |
| hold / removal | state[2]$_DFF_PP0_ | 0 | 0.38 |
-- kinds of logic after synthesis --
family / Yosys count
AND-OR/OR-AND: 986
XOR/XNOR: 9
buffers and inverters: 356
flip-flops: 1630
multiplexers: 325
AND/OR/NAND/NOR: 728
-- cells in the mapped netlist, types with 17 or more instances --
master / count / share of area, %
edfxtp_1: 1412 / 68
nor2_1: 315 / 1.9
nand2_1: 312 / 1.9
o21ai_0: 255 / 2.0
dfxtp_1: 196 / 6.3
a21oi_1: 191 / 1.5
mux2i_1: 190 / 3.0
clkbuf_1: 154 / 0.92
o22ai_1: 95 / 0.95
inv_1: 92 / 0.55
mux4_2: 80 / 2.9
a22oi_1: 77 / 0.92
a221oi_1: 61 / 0.85
mux2_2: 54 / 0.97
o221ai_1: 46 / 0.64
a31oi_1: 44 / 0.44
buf_2: 44 / 0.35
a22o_1: 34 / 0.48
nor2b_1: 33 / 0.33
a211oi_1: 31 / 0.37
buf_1: 26 / 0.16
dfrtp_1: 21 / 0.84
o2bb2ai_2: 18 / 0.43
o21a_1: 17 / 0.20
-- through the flow --
step	power [uW]	cells	util, %
floorplan	1960	4034	-
global placement	2090	7148	34.0
detailed placement	2090	7148	34.0
CTS	3550	7460	36.7
global route	3630	7462	36.7
finish	3520	7466	36.7
Power and IR drop assume default switching activity.
