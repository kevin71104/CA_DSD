==> run.sh <==
#!/bin/bash
# OpenROAD 26Q1-2900-gdf79404cd8, Yosys 0.63+post, stock flow scripts
make -C /OpenROAD-flow-scripts/flow DESIGN_CONFIG=/design/flow/config.mk WORK_HOME=/design/flow/orfs finish
==> config.mk <==
export PLATFORM = sky130hd
export DESIGN_NAME = alu_rtl
export DESIGN_NICKNAME = alu_rtl
export VERILOG_FILES = /design/flow/design.v
export SDC_FILE = /design/flow/constraint.sdc
export NUM_CORES = 4
export LEC_CHECK = 1
export CORE_AREA = 10 10 103 103
export DIE_AREA = 0 0 113 113
==> constraint.sdc <==
current_design alu_rtl

set clk_period 4.0
set clk_io_pct 0.2

create_clock -name clk0 -period $clk_period

set non_clock_inputs [all_inputs -no_clocks]
set_input_delay [expr $clk_period * $clk_io_pct] -clock clk0 $non_clock_inputs
set_output_delay [expr $clk_period * $clk_io_pct] -clock clk0 [all_outputs]
==> design.v <==
module mux2(out,in1,in2,sel);
    output out;
    input  in1, in2, sel;
    assign out = sel ? in1 :in2;
endmodule
module alu_rtl(
    ctrl,
    x,
    y,
    carry,
    out
);
    input  [3:0] ctrl;
    input  [7:0] x;
    input  [7:0] y;
    output       carry;
    output [7:0] out;
    wire  [8:0]  temp,tempX,tempY;
    assign tempX = {x[7],x[7:0]};
    assign tempY = {y[7],y[7:0]};
    assign temp  =  (ctrl == 4'b0000) ? tempX + tempY :
                    (ctrl == 4'b0001) ? tempX - tempY : 9'b000000000;
    assign carry = temp[8];
    assign out   = (ctrl == 4'b0000  || ctrl == 4'b0001) ? temp[7:0] :
                   (ctrl == 4'b0010) ? (x & y)            :
                   (ctrl == 4'b0011) ? (x | y)            :
                   (ctrl == 4'b0100) ? (~ x)              :
                   (ctrl == 4'b0101) ? (x ^ y)            :
                   (ctrl == 4'b0110) ? ~(x | y)           :
                   (ctrl == 4'b0111) ? (y << x[2:0])      :
                   (ctrl == 4'b1000) ? (y >> x[2:0])      :
                   (ctrl == 4'b1001) ? {x[7],x[7:1]}      :
                   (ctrl == 4'b1010) ? {x[6:0],x[7]}      :
                   (ctrl == 4'b1011) ? {x[0],x[7:1]}      :
                   (ctrl == 4'b1100) ? ((x == y) ? 1 : 0) : 0;
endmodule
==> reports/metrics.cfg <==
[status]
outcome=complete, no violations

[floorplanning]
die_w_um=113
die-area_mm2=0.0128
fp_util_pct=25.2
coreArea_mm2=0.00830
num_rows=33
pin_count=29
die.size.y_um=113

[power_and_ir_drop]
internal-power_uw=196
p_clk_share_pct=0
p_leak_nw=1.35
swShare_pct=50.0
peakVddDrop_v=0.0000521
switchingPower_uw=196
comb_power_share_pct=100.0
power.density_mw_per_mm2=125
seqPwrFrac_pct=0

[detailed_routing]
drt-pass1-iter-count=6
drtIter0Drc=208
num_vias=2668
routed_via_density=5.28
ant_nets=0
wl_per_cell_um=15.9
drc=0
diodes=0
wl_um=8010

[final_layout]
filler_cell_count=863
lay_top_cells=buf_4, o21ai_0, a21oi_1
flop-count=0
drive_above_1_share_pct=31.0
layout_top_cell=buf_4
finish.utilization_pct=38.0
stdcell_count=505
area_delta_synth_final_pct=50.5
n_clock_buffer=0
regArea_um2=0

[global_routing]
gr-total-overflow=0
grt_max_degree=29
grt_pass1_wl_um=13400
antenna_found_initial=0
grt_pass1_vias=2555
track_usage_pct=12.3

[synthesis]
yosysTopAreaCellShare_pct=14.3
ys_cells=319
synth.avg_cell_area_um2=6.57
yosys.stat.seqShare_pct=0
synth_cells=319
syn_area_mm2=0.00209
yosys-stat-area_mm2=0.00209
synth.distinct_cells=49
synth-warning-count=0
yosysTopAreaCell=ha_1
area_leaders=ha_1, o21ai_0, mux4_2, a21oi_1, inv_1

[final_timing]
worst_slew_pin_slew_ns=0.524
min_period_ns=3.86
period_used_pct=96.5
slew_viol_final=0
setup_violations=0
slew_headroom_pct=64.8
rsz0062_at_grt=false
max_freq_ghz=0.259
hold_violations=0

[place]
gp_congestion=0.973
dp_hpwl_um=6570
port_buffers=29
place_inst=503

[setup_path]
path_class=input pin to primary output
startpoint_type=input pin
cp-end-kind=primary output
required_ns=3.20
cp.arrival_ns=3.06
path_max_fanout=3

[job]
maxCapViolCount=0
warnings=48

[min_path]
hold_path_class=input pin to primary output

[clocking]
postCtsHoldBufs=0

==> final cells by class <==
class	count	area [um2]	share of cell area (%)
inverter	34	128	4.05
tap	105	131	4.17
timing repair buffer	104	865	27.4
multi-input combinational	262	2030	64.4
==> per-layer routing <==
layer  wire (um)  track usage (%)
met1        3880             18.1
met2        3580             19.5
met3         549             1.92
met4           0            0.169
met5           0                0
==> power by group through the flow <==
| stage | Clock [mW] | Sequential [mW] | Combinational, mW |
|---|---|---|---|
| 4_1_cts | 0 | 0 | 0.382 |
| 5_1_grt | 0 | 0 | 0.431 |
| 6_report | 0 | 0 | 0.393 |
==> logic make-up (layout without fill, tap and decap cells) <==
kind of cell    count (synthesis)  after routing  share of synthesized area, %
compound gates                118            118                          35.2
xor+xnor                        4              4                          1.67
fa+ha+maj                      26             26                          16.2
buf+inv                        57            138                          11.6
mux                            18             18                          12.8
simple gates                   96             96                          22.3
==> repair_timing <==
action,4_1_cts,5_1_grt
cloned,0,0
setup endpoints to repair,8,5
gates resized,45,11
setup buffers,1,1
pin swaps,12,10
==> worst max-delay path, stage by stage <==
cell	delay (ns)
dlygate4sd2_1	0.26
inv_1	0.08
ha_2	0.17
inv_1	0.06
fa_2	0.34
nor2b_2	0.17
o21ai_2	0.19
buf_4	0.15
nand3_1	0.09
nand3_1	0.12
nand3b_1	0.08
nand2_1	0.08
clkdlybuf4s50_1	0.47
==> path summary, 6_finish.rpt <==
kind / to / start / slack (ns) / depth (start not counted)
setup / recovery: out[4] / x[0] / 0.14 / 13
hold / removal: out[6] / ctrl[0] / 2.47 / 6
==> through the flow <==
| step | area, um2 | setup WS [ns] | TNS (ns) | hold slack (ns) | power (mW) |
|---|---|---|---|---|---|
| after floorplan | 2090 | 0.432 | 0 | 1.75 | 0.189 |
| after global placement | 2960 | -0.381 | -1.39 | 2.63 | 0.358 |
| after detailed placement | 2960 | -0.343 | -1.31 | 2.64 | 0.358 |
| after CTS | 3090 | 0.00309 | 0 | 2.47 | 0.382 |
| after global routing | 3150 | 0.00736 | 0 | 2.55 | 0.431 |
| final | 3150 | 0.141 | 0 | 2.47 | 0.393 |
==> synth_stat cells, types with 2 or more instances <==
cell type and instances:
nand2b_1 5, nand3b_1 2, o221ai_1 2, o21ai_0 37
nand2_1 26, o22ai_1 5, inv_2 2, ha_1 24
nor3b_1 2, inv_1 32, a32oi_1 3, nor3_1 12
xnor2_1 4, nand4_1 3, or3_1 3, a22oi_1 10
mux2i_1 10, a221oi_1 2, buf_6 2, a31oi_1 2
fa_1 2, nor2b_1 4, a21oi_1 31, o21ai_1 3
o31ai_1 2, nand3_1 6, buf_2 12, nor4_1 2
clkbuf_1 8, a221o_1 3, a211oi_1 6, nor2_1 27
o32ai_1 3, mux4_2 7
Power and IR drop assume default switching activity.
